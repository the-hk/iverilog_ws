## flow/config.mk

```make
export PLATFORM = sky130hd
export DESIGN_NAME = first_trial
export DESIGN_NICKNAME = first_trial
export VERILOG_FILES = /design/flow/design.v
export SDC_FILE = /design/flow/constraint.sdc
export NUM_CORES = 4
export LEC_CHECK = 1
export CORE_UTILIZATION = 50
```

## flow/constraint.sdc

```tcl
current_design first_trial

set clk_period 262.2
set clk_io_pct 0.2

create_clock -name clk0 -period $clk_period [get_ports {clk}]

set non_clock_inputs [all_inputs -no_clocks]
set_input_delay [expr $clk_period * $clk_io_pct] -clock clk0 $non_clock_inputs
set_output_delay [expr $clk_period * $clk_io_pct] -clock clk0 [all_outputs]
```

## flow/design.v

```verilog
module first_trial(
    input wire clk,
    input wire rst,
    output reg y,
    output reg [31:0] count
);
localparam IDLE = 3'b000;
localparam SUM = 3'b001;
localparam MULT = 3'b010;
localparam DIV = 3'b011;
localparam EXT = 3'b100;
reg a = 1;
reg b = 1;
reg [2:0]curr_state;
reg [2:0]next_state;
reg [31:0]firstArr = 32'h00000002;
reg [31:0]secondArr = 32'h00000003;
reg [31:0]thirdArr = 32'h00000000;
reg [31:0]fourthArr = 32'h00000000;
reg [31:0]result1Arr = 32'h00000000;
reg [31:0]result2Arr = 32'h00000000;
always @(*) begin
    y = a & b;
end
always @(posedge clk or posedge rst) begin
    if (rst) begin
        curr_state <= IDLE;   
        count <= 0;
        firstArr <= 32'h00000002;
        result1Arr <= 32'h00000003;
    end
    else begin
        case(curr_state)
            IDLE: begin
                firstArr <= 32'h00000002;
                result1Arr <= 32'h00000003;
                count <= result1Arr;
                curr_state <= SUM;
            end 
            SUM: begin
                result1Arr <= firstArr + result1Arr;
                curr_state <= MULT;
                b <= 0;
            end
            MULT: begin
                result1Arr <= firstArr * result1Arr;
                firstArr <= firstArr + 2'b11;
                a <= 0;
                curr_state <= DIV;
            end
            DIV: begin
                result1Arr <= result1Arr / firstArr;
                a <= 1;
                b <= 1;
                curr_state <= EXT;
            end
            EXT: begin
                result1Arr <= firstArr - result1Arr;
                curr_state <= IDLE;
            end
            default: begin
                curr_state <= IDLE;
            end
        endcase
    end
end
always @(posedge clk or posedge rst) begin
 if (rst) begin
        next_state <= IDLE;   
        thirdArr <= 32'h3;
        fourthArr <= 32'h4;
        result2Arr <= 32'h5;
    end
    else begin
        case(next_state)
            IDLE: begin
                thirdArr <= 32'h3;
                fourthArr <= 32'h4;
                result2Arr <= 32'h5;
                next_state <= SUM;
            end 
            SUM: begin
                thirdArr <= 32'h6;
                fourthArr <= 32'h7;
                result2Arr <= 32'h8;
                next_state <= MULT;
            end 
            MULT: begin
                thirdArr <= 32'h9;
                fourthArr <= 32'ha;
                result2Arr <= 32'hb;
                next_state <= DIV;
            end
            DIV: begin
                thirdArr <= 32'hc;
                fourthArr <= 32'hd;
                result2Arr <= 32'he;
                next_state <= EXT;
            end
            EXT: begin
                thirdArr <= 32'hf;
                fourthArr <= 32'h10;
                result2Arr <= 32'h11;
                next_state <= IDLE;
            end
            default: begin
                next_state <= IDLE;
            end
        endcase
    end
end
endmodule
```

## flow/run.sh

```bash
#!/bin/bash
# OpenROAD 26Q1-2900-gdf79404cd8, Yosys 0.63+post, stock flow scripts
make -C /OpenROAD-flow-scripts/flow DESIGN_CONFIG=/design/flow/config.mk WORK_HOME=/design/flow/orfs finish
```

==> results.py <==
# Metrics from the implementation run
metrics = {
    "worst_setup_path": {
        "critPathLaunchType": "flip-flop",
        "crit_family": "AND-OR/OR-AND gates",
        "cp.required_ps": 262540,
        "slowest_stage": "o41ai_1",
        "crit_arrival_ps": 85090,
        "max_stage_delay_ps": 1170,
        "cp-end-kind": "flip-flop",
        "critPathMaxFanout": 34,
        "critPathKind": "flip-flop to flip-flop",
        "crit_top_cell": "ha_1",
        "path_buffers": 19,
    },
    "synthesis": {
        "yosys_warnings": 1,
        "yosys_cells": 6809,
        "ys_types": 109,
        "async_flop_share_pct": 98.1,
        "ys_ff": 103,
        "syn_area_mm2": 0.0511,
        "postSynthCellCount": 6809,
        "ys_chip_area_mm2": 0.0511,
        "avgSynthCellArea_um2": 7.50,
        "synth_top_flop_cell": "dfrtp_1",
        "ys_seq_share_pct": 5.08,
        "edf_count": 2,
    },
    "timing": {
        "rsz0062_at_grt": "no",
        "final_max_slew_viol_count": 0,
        "period_needed_ps": 84750,
        "finalCritPeriodShare_pct": 32.3,
        "skew_ps": 17.1,
        "tightest_slew_ps": 1260,
        "setup_viol": 0,
        "fmax_mhz": 11.8,
        "slew_headroom_pct": 14.7,
        "finalHoldViolCount": 0,
        "finalSetupTns_ps": 0,
    },
    "floorplanning": {
        "dieArea_mm2": 0.103,
        "rows": 116,
        "die-width_um": 322,
        "core_area_mm2": 0.101,
        "chipHeight_um": 322,
        "top_level_ports": 35,
        "fp_util_pct": 50.8,
    },
    "placed_design": {
        "io_buffer_count": 34,
        "post_dp_cell_area_mm2": 0.0532,
        "gp_congestion": 1.05,
        "dpl.hpwl_um": 156000,
    },
    "route": {
        "route.detailed.drc": 0,
        "dr.first_iter.drc_count": 3910,
        "drt_wl_total_um": 199000,
        "drtAntennaViolNets": 0,
        "routedWlPerCell_um": 24.6,
        "dr.pass1.iters": 9,
        "vias_per_cell": 6.24,
        "vias": 50400,
    },
    "clocking": {
        "numCtsBuffers": 9,
        "clock.latency.late_pin_ps": 410,
        "clock_path_buffers": 2,
        "cts_sinks": 103,
        "cts_hold_buf": 0,
        "cts.clk_slew.worst_paths_ps": 90,
        "cts_resized": 0,
        "clockRootBuffer": "clkbuf_16",
        "cts_tree": "yes",
        "post_cts_buffers": 0,
        "htreeDepth": 3,
    },
    "global_routing": {
        "antenna_found_initial": 5,
        "grt_pass1_vias": 48500,
        "grt_pass1_wl_um": 301000,
        "gr-total-overflow": 0,
        "grt_usage_pct": 39.9,
        "grt_max_degree": 48,
    },
    "hold_path": {
        "hold_class": "flip-flop to flip-flop",
    },
    "power_and_ir_drop": {
        "p_int_uw": 22.7,
        "ir_drop_v": 0.00000244,
        "p_comb_share_pct": 1.4,
        "p_per_area_mw_per_mm2": 0.578,
        "total_power_uw": 30.9,
        "clkPwrFrac_pct": 47.1,
        "switching_share_pct": 26.3,
        "power_frac_seq_pct": 51.5,
        "power.net_switching_uw": 8.13,
        "p_leak_nw": 26.4,
    },
    "layout": {
        "syn_to_final_growth_pct": 4.72,
        "final_area_mm2": 0.0535,
        "drive_gt1_share_pct": 6.74,
    },
    "run": {
        "warnings": 31,
        "maxCapViolations": 0,
    },
    "run_status": {
        "status": "complete, no violations",
    },
}
power groups by stage:
stage / clock network, mW / registers [mW] / logic (mW)
4_1_cts: 0.0148 / 0.0159 / 0.000465
6_report: 0.0145 / 0.0159 / 0.000437
5_1_grt: 0.0151 / 0.0159 / 0.000495
cell usage after synthesis (21+ instances only):
| cell type | n | area share, % |
|---|---|---|
| o2111ai_1 | 23 | 0.39 |
| mux2i_1 | 47 | 0.92 |
| xor2_1 | 146 | 2.5 |
| o22ai_1 | 24 | 0.29 |
| dfrtp_1 | 97 | 4.8 |
| buf_1 | 44 | 0.32 |
| nor2_1 | 599 | 4.4 |
| and3_1 | 51 | 0.62 |
| a211oi_1 | 58 | 0.85 |
| o31ai_1 | 43 | 0.63 |
| nand2_1 | 861 | 6.3 |
| o21ai_0 | 312 | 3.1 |
| a31oi_1 | 91 | 1.1 |
| nand3_1 | 151 | 1.5 |
| a21oi_1 | 396 | 3.9 |
| a21boi_0 | 24 | 0.35 |
| a211o_1 | 21 | 0.36 |
| or2_2 | 52 | 0.64 |
| o21bai_1 | 41 | 0.60 |
| xnor2_1 | 311 | 5.3 |
| nand4_1 | 61 | 0.75 |
| nor2b_1 | 55 | 0.67 |
| nor4_1 | 43 | 0.53 |
| o211ai_1 | 68 | 1.0 |
| buf_2 | 27 | 0.26 |
| a21o_1 | 160 | 2.4 |
| nand2b_1 | 58 | 0.71 |
| clkbuf_1 | 220 | 1.6 |
| fa_1 | 409 | 16 |
| o21a_1 | 122 | 1.8 |
| inv_1 | 670 | 4.9 |
| nor3_1 | 154 | 1.5 |
| or3_1 | 72 | 0.88 |
| ha_1 | 689 | 17 |
| and2_1 | 93 | 1.1 |
| mux2_2 | 100 | 2.2 |
metal layers:
metal	part of all wire (%)	up-vias	GRT usage (%)
met5	0.012	-	0.236
met4	5.6	4	17.2
met3	9.5	508	10.1
met2	44	2311	60.6
met1	41	23900	54.7
li1	-	23700	-
registers in the layout, indices dropped and copies added, names as in the netlist:
register / count
a: 1
b: 1
count: 32
curr_state: 5
firstArr: 32
result1Arr: 32
final timing paths:
| kind | slack (ps) | to | from | cells after the start |
|---|---|---|---|---|
| worst max register to register | 177450 | result1Arr[0] | firstArr[25] | 291 |
| min in group asynchronous | 52570 | firstArr[9] | rst | 2 |
| worst min register to register | 470 | curr_state[2] | curr_state[3] | 0 |
| max in group asynchronous | 208570 | count[19] | rst | 3 |
| worst max-delay path | 177450 | result1Arr[0] | firstArr[25] | 291 |
| worst min-delay path | 470 | curr_state[2] | curr_state[3] | 0 |
kinds of logic (layout without fill, tap and decap cells):
kind of cell / after synthesis / in the layout / synth area share (%)
other: 0 / 1 / 0
multiplexers: 148 / 148 / 3.17
flip-flops: 103 / 103 / 5.08
XOR/XNOR: 457 / 457 / 7.84
buffers and inverters: 973 / 885 / 7.31
adder cells (fa/ha/maj): 1098 / 1098 / 32.9
AND/OR/NAND/NOR: 2332 / 2332 / 21.2
AND-OR/OR-AND: 1698 / 1698 / 22.5
cell type report:
cell class	count	area [µm²]
timing repair buffer	195	1560
antenna	1	2.50
fill	9730	47100
clock buffer	11	243
tap	1357	1700
inverter	674	2530
multi-input combinational	5733	44800
sequential	103	2590
clock inverter	5	36.3
per-stage QoR:
stage | setup WS [ps] | util [%] | hold WS, ps | std cells
floorplan | 192870 | - | 373 | 6809
global placement | 180610 | 52.9 | 446 | 8062
detailed placement | 179890 | 52.9 | 435 | 8062
CTS | 179540 | 53.2 | 464 | 8078
global route | 171760 | 53.2 | 494 | 8078
finish | 177450 | 53.2 | 471 | 8079
placed cells by master (no fill, tap or decap), types with 96 or more instances in the layout:
cell / count
inv_1: 659
o21a_1: 122
ha_1: 689
nand3_1: 151
nand2_1: 861
xor2_1: 146
mux2_2: 100
a21oi_1: 393
o21ai_0: 312
xnor2_1: 311
a21o_1: 160
nor2_1: 596
dfrtp_1: 96
buf_4: 160
nor3_1: 154
fa_1: 409
Power figures rest on the tool's default switching activity, not on a simulated workload.
