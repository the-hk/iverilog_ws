==> ./design.v <==
module counter (
    input wire clk,
    input wire rst,
    output reg [3:0] count
);
always @(posedge clk or posedge rst) begin
    if (rst)
        count <= 0;
    else
        count <= count + 1;
end
endmodule
==> ./run.sh <==
#!/bin/bash
# OpenROAD 26Q1-2900-gdf79404cd8, Yosys 0.63+post, stock flow scripts
make -C /OpenROAD-flow-scripts/flow DESIGN_CONFIG=/design/flow/config.mk WORK_HOME=/design/flow/orfs finish
==> ./config.mk <==
export PLATFORM = sky130hd
export DESIGN_NAME = counter
export DESIGN_NICKNAME = counter
export VERILOG_FILES = /design/flow/design.v
export SDC_FILE = /design/flow/constraint.sdc
export NUM_CORES = 4
export LEC_CHECK = 1
export CORE_AREA = 10 10 70 70
export DIE_AREA = 0 0 80 80
==> ./constraint.sdc <==
current_design counter

set clk_period 1.0
set clk_io_pct 0.2

create_clock -name clk0 -period $clk_period [get_ports {clk}]

set non_clock_inputs [all_inputs -no_clocks]
set_input_delay [expr $clk_period * $clk_io_pct] -clock clk0 $non_clock_inputs
set_output_delay [expr $clk_period * $clk_io_pct] -clock clk0 [all_outputs]
==> notes.md <==
run metrics: outcome finished clean, TNS Setup 0 ns, Final WS setup 0.05145 ns, Netlist Area Pre-Place 142.6 um^2, Vias per Instance 1.743, Synth Seq Share 70.18%, Yosys warnings 1, maximum vdd ir drop 0.0001647 V, power density over the cells 1225 nW/um^2, pre-placement core utilization 4.176%, clk buf depth 2, CP Max Fanout 3, CP Cell Sequence buf_4 > ha_2 > xor2_1, Log Warnings 26, #FFs+latches synth 4, Routed WL per cell 6.186 um, critical path required time 1.12 ns, Worst EP arrival 1.07 ns, Biggest register count, r2r startpoint count[0], core area 3416 um^2, Leak Pwr 0.1526 nW, CP bufs+invs 1, fraction of layout cells with a size suffix above 1 58.33%, kind of critical path reg2reg, Total GRT Usage 1.578%, Cells after Synth 10, CP Launch Type register, CTS buffer count 3, Die Wd 80 um, number of diodes 0, max FFs per register 4, Fin Hold WS 0.1514 ns, pre-CTS setup slack -0.09492 ns, row cnt 21, I/O Pins 6, critical path's slowest cell dfrtp_1, r2r endpoint count[2], Max-Cap Viols 0, Yosys Instances 10, fillers 403, first-pass GRT wire length 690 um, aggregate routed wire length 433 um, H-tree depth 1, Period Utilization, post-route 94.86%, area delta synth->final 110.5%, Met1 Routed Length 187 um, Clock Latency Late Sink 0.23 ns, Final setup viols 0, vias in the first global route 151, ANT nets after route 0, Worst Skew 0.002134 ns, HP Class in2async, fmax 1054 MHz, CTS Root Cell clkbuf_4, largest registers count: 4 flops, GP Congestion 0.6570, CP peak stage delay 0.38 ns, Final min period 0.9486 ns, R2R Setup Slk 0.05 ns, Cells after DPL 64, clk slew on worst S/H paths 0.04 ns, chip area 6400 um^2, Iteration-0 DRC Markers 5, Fin. Hold Viols 0, clock sinks 4, Netlist cell types 6, global route total overflow 0, initial antenna violation count 0, Finished Layout Cells 70, IO Port Bufs 5, post-route cell area 300.3 um^2, Top Layer Used met3, Die Y 80 um, top-area cell type share of the netlist area 70.18%, endpoint class of the critical path register, cell type with the largest total area dfrtp_1, DR WL met2 125 um, Slew HR 90.38%, Slew @ Worst Pin 0.1441 ns, ranking of synthesized cells by area dfrtp_1 70%, ha_1 8.8%, xnor2_1 6.1%, Hold Buf Count CTS 0, largest net degree at the start of global routing 5, DR vias 122, drc violations 0, pins over their slew limit 0, CTS tree yes, worst reg2reg path depth 3, Yosys chip area 142.6 um^2, DR pass1 iterations 2, dpl cell area 272.8 um^2, CP delay by family, top flip-flops, Avg Inst Size Synth 14.26 um^2, RSZ-0062 raised after global routing false, met3 routed wirelength 120 um
final cells by class:
type                       count  area [um^2]  area share, %
clock buffer                   3        22.52          7.500
timing repair buffer          11        75.07          25.00
tap                           46        57.56          19.17
sequential                     4        100.1          33.33
inverter                       2        7.507          2.500
multi-input combinational      4        37.54          12.50
report_power, final:
group	leakage (nW)	internal, W	switching [W]
Combinational	0.0822	0.00000366	0.00000324
Sequential	0.0566	0.000163	0
Clock	0.0138	0.000134	0.0000641
per-layer routing:
metal | global-route usage (%) | up-vias
li1 | - | 59
met1 | 1.337 | 57
met2 | 1.445 | 6
met3 | 2.955 | 0
met4 | 0.7042 | 0
met5 | 0 | -
worst max path at each step:
stage / from / endpoint / slack [ns] / depth (start not counted)
4_1_cts: count[0] / count[0] / -0.03 / 1
5_1_grt: count[0] / count[2] / 0.02 / 3
6_report: count[0] / count[2] / 0.05 / 3
cells in the mapped netlist:
cell	n
xor2_1	1
xnor2_1	1
ha_1	1
nand3_1	1
dfrtp_1	4
inv_1	2
placed cells by master, fill, tap and decap left out:
cell type        count
clkdlybuf4s50_1      1
buf_4                6
nand3_1              1
dfrtp_1              4
xor2_1               1
clkbuf_2             3
buf_2                1
xnor2_1              1
ha_2                 1
clkbuf_4             3
inv_1                2
cells by family after synthesis:
kind of cell	count (synthesis)	share of synthesized area, %
DFF	4	70.18
xor gates and xnor gates	2	12.28
buffers and inverters	2	5.265
adders and majority gates	1	8.771
and+or+nand+nor	1	3.505
metrics by stage:
step	util [%]	power [W]
after floorplan	-	0.0001675
after global placement	7.985	0.0001717
after detailed placement	7.985	0.0001718
after CTS	9.158	0.0003795
after global routing	8.791	0.0003927
final	8.791	0.0003679
repair_timing:
item | CTS | global route
setup endpoints to repair | 4 | 4
resized | 10 | 4
setup buffers | 3 | 0
Power figures rest on the tool's default switching activity, not on a simulated workload.
